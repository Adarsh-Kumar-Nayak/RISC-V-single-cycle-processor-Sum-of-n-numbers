[/design/flow/config.mk]
export PLATFORM = sky130hd
export DESIGN_NAME = MUX1
export DESIGN_NICKNAME = MUX1
export VERILOG_FILES = /design/flow/design.v
export SDC_FILE = /design/flow/constraint.sdc
export NUM_CORES = 4
export LEC_CHECK = 1
export CORE_AREA = 10 10 71 71
export DIE_AREA = 0 0 81 81
[/design/flow/constraint.sdc]
current_design MUX1

set clk_period 3.2
set clk_io_pct 0.2

create_clock -name clk0 -period $clk_period

set non_clock_inputs [all_inputs -no_clocks]
set_input_delay [expr $clk_period * $clk_io_pct] -clock clk0 $non_clock_inputs
set_output_delay [expr $clk_period * $clk_io_pct] -clock clk0 [all_outputs]
[/design/flow/design.v]
module MUX1 #(parameter Width = 32)(input [Width-1 : 0] a,b,c,
 input  [1:0] s,
 output reg [Width-1 : 0] out);
always @(s or a or b or c)
begin
if(s==2'b00)
  out=a;
else if(s==2'b01)
  out=b;
else if(s==2'b10)
  out=c;
else
  out=32'h xxxxxxxx;
end
endmodule
[/design/flow/run.sh]
#!/bin/bash
# OpenROAD 26Q1-2900-gdf79404cd8, Yosys 0.63+post, stock flow scripts
make -C /OpenROAD-flow-scripts/flow DESIGN_CONFIG=/design/flow/config.mk WORK_HOME=/design/flow/orfs finish
==> impl_report.txt <==
RUN METRICS
----------------------------------------------------
[Outcome]
  Status ........................ finished, final reports clean

[Critical path]
  Buffers plus inverters on the worst setup path ........................ 3
  Crit path DAT ........................ around 1.9 ns
  Type of the worst setup path ........................ in2out
  Required time worst endpoint ........................ approximately 2.6 ns
  Path length in cells of the critical path ........................ 5
  Crit Path Max Fanout ........................ 23
  Critical path launch point type ........................ primary input
  Crit-path leading delay family ........................ buffers and inverters
  Slowest cell on the critical path ........................ sky130_fd_sc_hd__clkdlybuf4s50_1
  Stage delay of the slowest cell on the critical path ........................ 0.45 ns
  Sort of element at the end of the critical path ........................ output port
  Crit path cell chain ........................ buf_2 > buf_12 > mux2i_1 > o21ai_1 > clkdlybuf4s50_1

[Timing]
  Unrepaired setup endpoints after global routing ........................ no
  Final setup violation count ........................ 0
  Total Negative Setup Slacks ........................ 0 ns
  Maximum clock rate ........................ 0.396 GHz
  Max Transition Viols Final ........................ 0
  Period utilization ........................ 0.790
  Slew at the pin closest to its max-slew limit ........................ 0.339 ns
  Final period demand of the worst path ........................ 2.53 ns
  Number of hold violations in the final report ........................ 0
  Remaining max-slew budget at the tightest pin ........................ 0.774

[Drt]
  ANT nets after route ........................ 0
  Routed len/inst ........................ 15.1 um
  Routed vias ........................ 1,201
  Count of routing violations after the opening detailed-route iteration ........................ 29
  First-pass DRT Iterations ........................ 3
  DR DRC count ........................ 0
  Final wirelength ........................ roughly 4200 um
  Antenna Cells ........................ 0
  Avg Vias per Cell ........................ 4.35

[Pwr]
  Areal power density over the cells ........................ 130 nW/um2
  Leakage dissipation ........................ 0.831 nW
  Worst vdd rail ir drop ........................ about 0.058 mV

[Min path]
  Class of the worst hold path ........................ in2out
  Number of cells traversed by the worst hold path ........................ 4

[Logic synthesis]
  Sequential element share of the synthesized area ........................ 0
  Chip area line of the yosys report ........................ 714 um2
  Number of warnings reported in the yosys synthesis log ........................ 1
  Syn_area_per_cell ........................ 6.68 um2
  Gate Count Post-Synth ........................ 107
  Distinct cells, synth ........................ 8
  Cell count in the Yosys report ........................ ~110
  Post-synthesis cell area ........................ 714 um2

[Floorplanning]
  Number of cell rows ........................ 22
  Die ar. ........................ 6560 um2
  Core region area ........................ about 3600 um2
  Floorplan Utilization ........................ 0.197
  Floorplan die width ........................ 81 um
  IO Count ........................ between 100 and 150
  Die span in y ........................ 81 um

[Final layout]
  Fin area ........................ 2000 um2
  Clock buffer count in the final layout ........................ 0
  Layout Area Growth over Synthesis ........................ 180%
  Count of sequential standard cells ........................ 0
  Proportion of layout cells with a drive suffix above 1 ........................ 0.0263
  Register area ........................ 0 um2
  Utilization after layout ........................ 0.550

[Placed design]
  HPWL after DPL ........................ 3700 um
  Number of buffer cells added on primary ports ........................ 130
  Gp weighted congestion ........................ 0.810
  Area after DPL ........................ between 1500 and 2000 um2

[Global route]
  Largest net degree at the start of global routing ........................ roughly 47
  All-layer global routing usage ........................ 0.115
  Wire length of the first global-routing pass ........................ 6150 um
  Via count of the first global-routing pass ........................ 1,200
  Overall overflow remaining after global route ........................ 0
  Antenna violations before repair ........................ 0

[Clocking]
  Post-CTS setup buffer count ........................ 0
  Number of buffers inserted by hold repair at cts ........................ 0
  CTS-repair resized insts ........................ 0

[Run]
  Count of maximum capacitance violations ........................ 0
  Total number of warnings across the stage logs ........................ 32

----------------------------------------------------
layout by cell type (no fill, tap or decap):
cell type / synthesis / final
sky130_fd_sc_hd__o21ai_0: 2 / 2
sky130_fd_sc_hd__mux2i_1: 32 / 32
sky130_fd_sc_hd__clkdlybuf4s50_1: 0 / 128
sky130_fd_sc_hd__o21ai_1: 28 / 28
sky130_fd_sc_hd__buf_12: 3 / 2
sky130_fd_sc_hd__buf_2: 7 / 2
sky130_fd_sc_hd__nand2_1: 32 / 32
sky130_fd_sc_hd__o21ai_2: 2 / 2
worst min-delay path: cells and delay by family:
kind	cells	cell delay (ns)
AOI/OAI and AO/OA	1	0.05
buffers and inverters	2	0.61
and+or+nand+nor	1	0.09
power breakdown:
| group | internal [mW] | switching, mW | total [mW] | leakage (nW) |
|---|---|---|---|---|
| Sequential | 0 | 0 | 0 | 0 |
| Combinational | 0.194 | 0.0653 | 0.260 | 0.831 |
| Clock | 0 | 0 | 0 | 0 |
synthesized netlist by cell type, drive strengths merged:
cell type	n	area, um2
mux2i	32	320
o21ai	32	168
buf	11	106
nand2	32	120
logic make-up after synthesis:
family	synth area share
AOI/OAI and AO/OA	0.235
buffers and inverters	0.149
muxes	0.448
and+or+nand+nor	0.168
worst paths after layout:
kind / start / end / slack, ns
max: s[0] / out[25] / 0.67
min: s[1] / out[22] / 2.04
area by class of cell:
| type | count | area [um2] |
|---|---|---|
| multi-input combinational | 96 | 608 |
| timing repair buffer | 132 | 1330 |
| tap | 48 | 60.1 |
| fill | 334 | 1630 |
metrics by stage:
step           std cells  hold slack [ns]  power [mW]  worst slack [ns]
2_1_floorplan        107             1.34      0.0724              1.42
3_3_place_gp         276             2.05       0.262             0.673
3_5_place_dp         276             2.05       0.264             0.643
4_1_cts              276             2.05       0.266             0.636
5_1_grt              276             2.09       0.284             0.566
6_report             276             2.04       0.260             0.673
routing by layer:
metal  global-route usage  share of wire
met1                0.127           0.34
met2                0.202           0.53
met3               0.0535           0.13
met4               0.0121         0.0060
met5                    0              0
Power figures rest on the tool's default switching activity, not on a simulated workload.
