==> flow/design.v <==
module instructionmemory(PC, RD);
	input [31:0]PC;
	output [31:0] RD;
reg [31:0] mem1[511:0];
initial
begin
mem1[0] = 32'h00108113;
mem1[1] = 32'h00108113;      
mem1[2] = 32'h00302123;  
mem1[3] = 32'h003101B3;  
mem1[4] = 32'h003021A3;  
mem1[5] = 32'h00010093;  
mem1[6] = 32'h00108113;  
mem1[7] = 32'h003101B3;  
mem1[8] = 32'h00302223;  
mem1[9] = 32'h00010093;  
mem1[10] = 32'h00108113;  
mem1[11] = 32'h003101B3;  
mem1[12] = 32'h003022A3;  
mem1[13] = 32'h00010093;  
mem1[14] = 32'h00108113;  
mem1[15] = 32'h003101B3;  
mem1[16] = 32'h00302323;  
mem1[17] = 32'h00010093;  
mem1[18] = 32'h00108113;  
mem1[19] = 32'h003101B3;  
mem1[20] = 32'h003023A3;  
mem1[21] = 32'h00010093;  
mem1[22] = 32'h00108113;  
mem1[23] = 32'h003101B3;  
mem1[24] = 32'h00302423;  
mem1[25] = 32'h00010093;  
mem1[26] = 32'h00108113;  
mem1[27] = 32'h003101B3;  
mem1[28] = 32'h003024A3;  
mem1[29] = 32'h00010093;  
mem1[30] = 32'h00108113;  
mem1[31] = 32'h003101B3;  
mem1[32] = 32'h00302523;  
mem1[33] = 32'h00010093;  
mem1[34] = 32'h00108113;  
mem1[35] = 32'h003101B3;  
mem1[36] = 32'h003025A3;  
mem1[37] = 32'h00202303;  
mem1[38] = 32'h00302303;  
mem1[39] = 32'h00402383;  
mem1[40] = 32'h00502383;  
mem1[41] = 32'h00602383;  
mem1[42] = 32'h00702383;  
mem1[43] = 32'h00802383;  
mem1[44] = 32'h00902383;  
mem1[45] = 32'h00A02383;  
mem1[46] = 32'h00B02383;  
mem1[47] = 32'hFE420AE3;  
end
assign RD = mem1[PC];
endmodule
==> flow/run.sh <==
#!/bin/bash
# OpenROAD 26Q1-2900-gdf79404cd8, Yosys 0.63+post, stock flow scripts
make -C /OpenROAD-flow-scripts/flow DESIGN_CONFIG=/design/flow/config.mk WORK_HOME=/design/flow/orfs finish
==> flow/config.mk <==
export PLATFORM = sky130hd
export DESIGN_NAME = instructionmemory
export DESIGN_NICKNAME = instructionmemory
export VERILOG_FILES = /design/flow/design.v
export SDC_FILE = /design/flow/constraint.sdc
export NUM_CORES = 4
export LEC_CHECK = 1
export CORE_AREA = 10 10 70 70
export DIE_AREA = 0 0 80 80
export SYNTH_MEMORY_MAX_BITS = 65536
==> flow/constraint.sdc <==
current_design instructionmemory

set clk_period 2.2
set clk_io_pct 0.2

create_clock -name clk0 -period $clk_period

set non_clock_inputs [all_inputs -no_clocks]
set_input_delay [expr $clk_period * $clk_io_pct] -clock clk0 $non_clock_inputs
set_output_delay [expr $clk_period * $clk_io_pct] -clock clk0 [all_outputs]
==> reports/writeup.txt <==
The run gives 0.414 for the layout cell share with drive strength beyond 1. The core area came out at 3420 sq um. For this design, Yosys synthesis ends with a cell count of 96. The netlist area before placement is 703 sq um. Max-cap violations in this run came to 0. The flow measured a signed area growth from synthesis to layout of 79.5%. Nets still carrying antenna violations after routing amount to 0. The floorplan has 21 rows. The number of warnings printed during yosys synthesis was 1.

The die outline width came out at 80 um. For this block, the routed nets add up to 2.50 mm of wire. The final cycle utilization of the critical path is 0.974.

The critical-path cell with the highest stage delay is clkdlybuf4s50_1. The first global-routing pass estimated 3.88 mm of wire. The run gives 36 as the distinct cell type count after synthesis. Element type at the critical path end: a primary output. After synthesis, the mean cell area works out to 7.32 sq um. The vertical die dimension reported for this design is 80 um.

The tools report the critical path launch point type as an input port. For this block, the initial DRC count from the detailed router was 15. The shortest clock period the worst path allows after layout came out at 2.14 ns. In this design, the largest share of critical-path delay is due to buffers and inverters.

End-of-flow core utilization: 0.370. Entering global routing, the biggest net connects 14 pins. The placement report lists the number of port buffers as 29. The tools report the area of all placed cells without fillers as 1260 sq um.

The worst setup path is of the in2out kind. The post-CTS hold buffer count recorded in the log is 0. The congestion estimate from routability-driven global placement came to 0.846.

Per the detail_route report, routed wire per instance is 13.4 um. The cell sequence reported for the critical path is clkdlybuf4s15_2, bufbuf_16, nand3b_1, a21boi_1, clkdlybuf4s50_1. With the initial antenna violation count at 0, the storage element area is 0 sq um. The tightest hold path in the finished design has a slack of 1.49 ns. The flow ran to the end, and the final reports show no timing, DRC or antenna violations. The library cell used most frequently in the layout, excluding fill and tap cells, is buf_4.

The wire-length estimate of the detail-placed layout is 1.67 mm. The number of buffers and inverters on the critical path is 3. The worst supply voltage drop on vdd is 0.0000598 V.

The leakage dissipation came out at 0.573 nW. The total vias in the final route came out at 798. According to the report, the first pass of detailed routing completed in 5 iterations. Excluding fillers, the count of instances in the completed layout stands at 186.

Counting the clock-network buffers in the layout gives 0. The synthesized instance count is 96, and the number of global-route vias before repair is 805. Summed over all layers, the global routing overflow is 0. With the post-place instance area at 1010 sq um, the remaining design rule violation count is 0. The floorplan utilization was 0.206; the number of max-slew violations in the final report was 0. For the worst setup path, the data required time is 1.76 ns. 64 I/O pins were placed. The count of tool warnings was 63. Based on the critical path, the design can be clocked at up to 0.467 GHz.

In this run the power density over the cells is 171 nW/um^2. There are 0 flip-flops and latches. STA puts the critical path data arrival time at 1.70 ns. Overall routing resource usage: 0.0707. The run gives 6400 sq um for the total die size. The largest single stage delay on the critical path is 0.48 ns.

The average vias per placed instance was 4.29. The number of placed instances, taps included, is 171. Per the detail_route report, inserted antenna diodes total 0. The total of endpoints with negative setup slack in the final report was 0. In the final report, the number of hold violations comes to 0. In the layout the commonest cells are 19 x buf_4, 12 x clkdlybuf4s50_1, 11 x buf_6, 10 x dlygate4sd2_1, 9 x conb_1. Worst min-delay path category: in2out.

For this run, the chip area from Yosys synthesis comes to 703 sq um. The tools report the sequential share of the synthesized area as 0. The peak fanout along the critical path was 12.
## logic make-up (layout without fill, tap and decap cells)
| logic type | count (synthesis) | count (layout) | share of synthesized area |
|---|---|---|---|
| fa+ha+maj | 7 | 7 | 0.121 |
| mux | 3 | 3 | 0.0463 |
| buf+inv | 28 | 65 | 0.320 |
| simple gates | 30 | 30 | 0.224 |
| compound gates | 25 | 25 | 0.265 |
| other cells | 2 | 9 | 0.0107 |
| xor+xnor | 1 | 1 | 0.0125 |
## layout make-up
| cell class | count | area (sq um) |
|---|---|---|
| fillers | 349 | 2150 |
| repair buffers | 62 | 607 |
| multi-input cells | 75 | 587 |
| well taps | 46 | 57.6 |
| inverters | 3 | 11.3 |
## layer usage
layer / vias to the layer above / track usage / routed length [um]
met4: 0 / 0.00352 / 8
met2: 17 / 0.120 / 1220
met5: - / 0 / 0
met3: 2 / 0.0136 / 128
met1: 383 / 0.0936 / 1150
li1: 396 / - / -
## worst min-delay path, cell delays in order
cell and delay [ns]:
buf_6 0.12, nand2b_1 0.11, a211oi_1 0.06, a21oi_1 0.11, dlygate4sd2_1 0.21
## cells in the mapped netlist (all sizes together)
library cell,n,share of area
a211o,1,0.012
a211oi,2,0.028
a21boi,3,0.032
a21o,1,0.012
a21oi,2,0.014
a22oi,2,0.021
a31o,1,0.012
buf,21,0.24
clkbuf,4,0.064
conb,2,0.011
ha,6,0.11
inv,3,0.016
maj3,1,0.014
mux2,2,0.032
mux2i,1,0.014
nand2,5,0.027
nand2b,4,0.036
nand3,2,0.014
nand3b,1,0.011
nor2,8,0.043
nor2b,3,0.027
nor3,2,0.014
nor4,1,0.0089
o211ai,2,0.021
o21ai,5,0.036
o221ai,1,0.012
o22a,1,0.012
o2bb2ai,3,0.037
o32ai,1,0.012
or2,2,0.018
or2b,1,0.011
or3,1,0.016
xnor2,1,0.012
## final timing paths
path	from	endpoint	slack [ns]	depth (start not counted)
worst max-delay path	PC[5]	RD[10]	0.06	5
worst min-delay path	PC[1]	RD[8]	1.49	5
## power by group
group          internal [mW]  total [mW]  switching [mW]
Combinational          0.129       0.216          0.0866
Clock                      0           0               0
Sequential                 0           0               0
Total                  0.129       0.216          0.0866
## per-stage QoR
stage / setup slack (ns) / setup TNS [ns] / power [mW]
detailed placement: -0.607 / -10.02 / 0.175
finish: 0.0570 / 0 / 0.216
global placement: -0.599 / -10.02 / 0.175
CTS: 0.00816 / 0 / 0.204
global route: -0.00859 / -0.0289 / 0.235
floorplan: 0.401 / 0 / 0.0958
## what timing repair did
item	CTS	global route
resized	66	4
cloned	3	0
setup endpoints to repair	23	10
setup buffers	8	5
pin swaps	9	1
No activity file was given, so power comes from the tool's default toggle rates.
