==> /design/flow/design.v <==
module ALU #(parameter Width = 32)(
input [3:0] controlsignal, input [Width-1:0] A1,A2,
output reg [Width-1:0] Y, output zero);
always @(*)
begin
if (controlsignal == 4'b0000)
 Y = A1 & A2;
else if (controlsignal == 4'b0001)
 Y = A1 | A2;
else if(controlsignal == 4'b0010)
 Y = A1 + A2;
else if(controlsignal == 4'b0110)
Y = A1 - A2;
else if(controlsignal == 4'b0011)
Y = A1 << A2;
else if(controlsignal == 4'b0100)
begin
if((~A1+1) < (~A2+1))
Y = 1;
else 
Y = 0; 
end
else if(controlsignal == 4'b0101)
begin
if(A1 < A2)
Y = 1;
else 
Y = 0;
end
else if(controlsignal == 4'b0111)
Y = A1 ^ A2;
else if(controlsignal == 4'b1000)
Y = A1 >> A2;
else if(controlsignal == 4'b1010)
Y = A1 >>> A2;
else
 Y = {Width{1'bx}};
end 
assign zero = (Y == 0) ? 1 : 0;
endmodule
==> /design/flow/run.sh <==
#!/bin/bash
# OpenROAD 26Q1-2900-gdf79404cd8, Yosys 0.63+post, stock flow scripts
make -C /OpenROAD-flow-scripts/flow DESIGN_CONFIG=/design/flow/config.mk WORK_HOME=/design/flow/orfs finish
==> /design/flow/config.mk <==
export PLATFORM = sky130hd
export DESIGN_NAME = ALU
export DESIGN_NICKNAME = ALU
export VERILOG_FILES = /design/flow/design.v
export SDC_FILE = /design/flow/constraint.sdc
export NUM_CORES = 4
export LEC_CHECK = 1
export CORE_UTILIZATION = 40
==> /design/flow/constraint.sdc <==
current_design ALU

set clk_period 16.8
set clk_io_pct 0.2

create_clock -name clk0 -period $clk_period

set non_clock_inputs [all_inputs -no_clocks]
set_input_delay [expr $clk_period * $clk_io_pct] -clock clk0 $non_clock_inputs
set_output_delay [expr $clk_period * $clk_io_pct] -clock clk0 [all_outputs]
==> results.txt <==
Results of the run.

The flow ran to the end, and the final reports show no timing, DRC or antenna violations. The power report attributes to the clock group a share of 0. The startpoint type of the worst setup path is a primary input. The synthesized cell area is roughly 12000 um^2. The net switching component of the power is around 0.00027 W. The die outline area is between 30000 and 40000 um^2.

The share of the clock period used by the worst path after layout is 0.7943. The leakage power is just over 5 nW. In this run the standard cell core region covers slightly below 30000 um^2. Per Yosys stat, the portion of area used by sequential elements is 0.

The cell-internal power is approximately 0.00016 W. The cell that appears most often on the critical path is sky130_fd_sc_hd__nand2_1. The iteration-0 DRC count of the detailed router is a little under 2000. The warning tally printed by Yosys for this design is 1.

The tool warning count for the run is between 90 and 100. At the worst endpoint, the required time is between 10 and 15 ns. The worst setup path is captured at an output port. Power spread over the standard cell area amounts to between 30 and 40 nW/um^2. In this run the most critical hold path is launched from controlsignal[0]. The power share of the sequential group is 0. Summed over all layers, the global routing overflow is 0. The count of sequential standard cells is 0.

After synthesis, the most frequently instantiated cells are sky130_fd_sc_hd__nand2_1, sky130_fd_sc_hd__nor2_1, sky130_fd_sc_hd__ha_1. The endpoint with the worst hold slack is Y[26]. The worst setup path category is primary input to output port.

The via count of the first global-routing pass was between 10000 and 15000. The most critical hold endpoint after final layout shows a slack of 7.868 ns. The wire length of the first global-routing pass is between 80000 and 90000 um. The number of maximum-capacitance violations is 0. The placer congestion estimate is ~1.1. The vertical die dimension is 174.9 um. The post-CTS hold buffer count recorded in the log is 0. Counting every instance in the synthesized netlist gives around 1700. The initial antenna violation count was 1.

The count of pins on the block boundary is slightly above 100. The endpoint arrival time on the critical path is between 9 and 10 ns. In the final layout, the fill cell count is approximately 3100.

The number of distinct library cells after synthesis is about 91. The depth of the worst hold-timing path is 6. The synthesized chip area reported by yosys is between 10000 and 15000 um^2. The setup total negative slack is 0 ns. The number of resized instances in the post-cts repair step is 0.

The fraction of final layout cells sized beyond drive strength 1 is 0.09622. The final routed wire length divided by cell count is 28.61 um. The worst supply voltage drop on vdd is 0.01981 mV. The first detailed-routing pass took 7 iterations. Before CTS, the worst setup slack after placement is 3.596 ns. Setup slack closes at between 3 and 4 ns. On the critical path, the stage with the largest delay is an instance of sky130_fd_sc_hd__nor3_2. On the worst path, the slowest cell contributes a delay of 0.49 ns. For reference, the final report shows the hold violation count at 0. The placement row count is 62. Setup violations remaining at the end of the flow were counted as 0. The initial core utilization is 0.4111. The average cell area after synthesis is approximately 6.9 um^2. The switching part of the total power is 0.6241. The count of nets left with antenna violations once routing finished came out at 0. The total via count in the routed design is between 10000 and 15000. The count of antenna diodes in the layout is 0. The post-synthesis cell count from yosys is between 1500 and 2000. STA lists the maximum fanout along the critical path as around 53. The count of buffers added on input and output ports is approximately 100. The routed layout reports a DRC error count of 0.

The relative slew slack is 0.3366. The number of setup buffers added after CTS is 0. The sum of internal, switching and leakage power is roughly 0.00044 W. The script logs the ratio of routed vias to standard cells as between 6 and 7.

Total global-route track usage over all layers is 0.3993. Looking at area per cell type in the netlist, the leader is sky130_fd_sc_hd__ha_1. For this run, the share of the core covered by cells in the final layout is 0.4540. The main area contributors are sky130_fd_sc_hd__ha_1, sky130_fd_sc_hd__mux4_2, sky130_fd_sc_hd__mux2i_1. The combinational gate area is approximately 11000 um^2.

Setup repair after global routing left no endpoint under its margin. At the pin with the least slew margin, the transition time is 0.9914 ns. The max-slew violation count is 0.

The combinational share of power is 1.000. After layout, the minimum clock period comes to roughly 13 ns. The top-area cell type share of the netlist area is 0.1350. Entering global routing, the biggest net connects ~57 pins.

Derived from the worst setup path, the maximum achievable clock frequency is approximately 75 MHz. Per the run report, area growth between synthesis and finish was 10.45%. The type recorded for the worst min-delay path is primary input to output port.

The flip-flop and latch area is 0 um^2. In the placement report, post-DP HPWL is listed as about 48000 um. The final-layout clock buffer total is 0.

The horizontal die dimension is between 150 and 200 um. Per the detailed-route log, wirelength across all metal layers totals 60950 um.
## final cells by class
cell class                      count  area share
Multi-Input combinational cell   1488      0.8286
Timing Repair Buffer              157      0.1063
Tap cell                          384     0.03638
Inverter                          101     0.02870
## worst max-delay path, delay by kind of cell
| family | cells | cell delay [ns] |
|---|---|---|
| and+or+nand+nor | 14 | 4.05 |
| buffers and inverters | 3 | 1.08 |
| AOI/OAI and AO/OA | 6 | 1.05 |
| adders and majority gates | 1 | 0.30 |
| xor gates and xnor gates | 1 | 0.11 |
## worst max-delay path by stage
stage     startpoint  endpoint  slack [ns]  cells after the start
6_report       A2[1]      zero        3.46                     25
5_1_grt        A2[1]      zero        2.86                     25
4_1_cts        A2[1]      zero        3.58                     25
## power by group through the flow
stage | combinational, W | sequential [W] | clock, W
CTS | 0.000422 | 0 | 0
global route | 0.000462 | 0 | 0
finish | 0.000436 | 0 | 0
## kinds of logic after synthesis
family / count (synthesis) / synth area share
AND/OR/NAND/NOR: 619 / 0.2556
AND-OR/OR-AND: 518 / 0.2947
buffers and inverters: 245 / 0.08601
multiplexers: 142 / 0.1683
adder cells (fa/ha/maj): 131 / 0.1383
XOR/XNOR: 78 / 0.05713
## cells in the final DEF (no fill, tap or decap), types with 13 or more instances in the layout
| master | synthesis | layout |
|---|---|---|
| sky130_fd_sc_hd__a31oi_1 | 22 | 22 |
| sky130_fd_sc_hd__o211ai_1 | 26 | 26 |
| sky130_fd_sc_hd__nand3_1 | 45 | 45 |
| sky130_fd_sc_hd__o22ai_1 | 27 | 27 |
| sky130_fd_sc_hd__nand2_1 | 157 | 157 |
| sky130_fd_sc_hd__mux4_2 | 44 | 44 |
| sky130_fd_sc_hd__o21ai_0 | 95 | 95 |
| sky130_fd_sc_hd__nand4_1 | 20 | 20 |
| sky130_fd_sc_hd__mux2_2 | 24 | 24 |
| sky130_fd_sc_hd__mux2i_1 | 72 | 72 |
| sky130_fd_sc_hd__o21a_1 | 13 | 13 |
| sky130_fd_sc_hd__nand2b_1 | 28 | 28 |
| sky130_fd_sc_hd__nor3_1 | 62 | 60 |
| sky130_fd_sc_hd__a21oi_1 | 119 | 119 |
| sky130_fd_sc_hd__nor2_1 | 157 | 157 |
| sky130_fd_sc_hd__o31ai_1 | 20 | 20 |
| sky130_fd_sc_hd__buf_4 | 5 | 57 |
| sky130_fd_sc_hd__a21o_1 | 21 | 21 |
| sky130_fd_sc_hd__and2_1 | 14 | 14 |
| sky130_fd_sc_hd__ha_1 | 129 | 129 |
| sky130_fd_sc_hd__inv_1 | 99 | 99 |
| sky130_fd_sc_hd__xnor2_1 | 73 | 73 |
| sky130_fd_sc_hd__nor4_1 | 35 | 35 |
| sky130_fd_sc_hd__clkdlybuf4s50_1 | 0 | 95 |
| sky130_fd_sc_hd__a211oi_1 | 32 | 32 |
| sky130_fd_sc_hd__nor2b_1 | 20 | 20 |
## metrics by stage
step                      instances  area [um^2]
after global placement         2130        13210
after CTS                      2130        13210
after detailed placement       2130        13210
after floorplan                1733        11960
final                          2130        13210
after global routing           2130        13210
## routing by layer
layer / wire length, um / track usage / vias to the layer above
met3: 6648 / 0.07923 / 122
li1: - / - / 6534
met5: 0 / 0 / -
met4: 1844 / 0.09783 / 0
met1: 26460 / 0.5973 / 7041
met2: 26000 / 0.5895 / 898
Power figures rest on the tool's default switching activity, not on a simulated workload.
